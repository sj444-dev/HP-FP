`flow/config.mk`:
```
export PLATFORM = sky130hd
export DESIGN_NAME = mul_pipe
export DESIGN_NICKNAME = mul_pipe
export VERILOG_FILES = /design/flow/design.v
export SDC_FILE = /design/flow/constraint.sdc
export NUM_CORES = 4
export LEC_CHECK = 1
export CORE_UTILIZATION = 50
```
`flow/constraint.sdc`:
```
current_design mul_pipe

set clk_period 6.2
set clk_io_pct 0.2

create_clock -name clk0 -period $clk_period [get_ports {clk_59}]

set non_clock_inputs [all_inputs -no_clocks]
set_input_delay [expr $clk_period * $clk_io_pct] -clock clk0 $non_clock_inputs
set_output_delay [expr $clk_period * $clk_io_pct] -clock clk0 [all_outputs]
```
`flow/design.v`:
```
module mul_pipe(
	input [15:0] numA59,
	input [15:0] numB59,
	input clk_59,
	input reset_59,
	output reg [15:0] Acc_result_59
);
reg sign_A, sign_A1, sign_A2 = 0;
reg sign_B, sign_B1, sign_B2 = 0; 
reg sign_C, sign_C1, sign_C2, sign_C3 = 0;
reg [4:0] expA, expA1, expB, expB1 = 5'b00000;
reg [4:0] expC, expC1, expC2, expC3, expC4, expC5 = 5'b00000;
reg [9:0] manA, manB, manA1, manB1, manA2, manB2;
reg [10:0] normanA, normanB, normanA1, normanB1;
reg [21:0] proC, proC1;
reg [9:0] manC, manC1, manC2;
always@(numA59,numB59) begin
	sign_A = numA59[15]; 
	sign_B = numB59[15];
	expA   = numA59[14:10];
	expB   = numB59[14:10]; 
	manB = numB59[9:0];
	manA = numA59[9:0];
end
always@(posedge clk_59) begin
	sign_A1 <= sign_A;
	sign_B1 <= sign_B;
	expA1 <= expA;
	expB1 <= expB;
	manA1 <= manA;
	manB1 <= manB;
end
always@(sign_A1, sign_B1, expA1, expB1, manA1, manB1) begin
	if((numA59 == 16'b0) || (numB59 == 16'b0)) begin	
		sign_C = 0;
		expC = 5'b0;
		normanA = 11'b0; 
		normanB = 11'b0; end
	else begin
		sign_C = sign_A ^ sign_B;
		expC = expA1 + expB1 - 5'b01111;
		normanA = {1'b1, manA1};
		normanB = {1'b1, manB1}; end 
end
always@(posedge clk_59) begin
	sign_C1 <= sign_C;
	expC1 <= expC;
	normanA1 <= normanA;
	normanB1 <= normanB;
end
always@(sign_C1, expC1, normanA1, normanB1) begin
	proC = normanA1 * normanB1;
end
always@(posedge clk_59) begin
	sign_C2 <= sign_C1;
	expC2 <= expC1;
	proC1 <= proC;
end
always@(sign_C2, expC2, proC1) begin
	casex(proC1)
		22'b1xxxxxxxxxxxxxxxxxxxxx:
			  begin
			    manC = proC1[20:11];
			    expC3 = expC2 + 1;
			  end
		22'b01xxxxxxxxxxxxxxxxxxxx:
			  begin
			    manC = proC1[19:10];
			    expC3 = expC2;
			  end
		22'b001xxxxxxxxxxxxxxxxxxx:
			  begin
			    manC = proC1[18:9];
			    expC3 = expC2-1;
			  end
		22'b0001xxxxxxxxxxxxxxxxxx:
			  begin
			    manC = proC1[17:8];
			    expC3 = expC2-2;
			  end
		22'b00001xxxxxxxxxxxxxxxxx:
			  begin
			    manC = proC1[16:7];
			    expC3 = expC2-3;
			  end
		22'b000001xxxxxxxxxxxxxxxx:
			  begin
			    manC = proC1[15:6];
			    expC3 = expC2-4;
			  end
		22'b0000001xxxxxxxxxxxxxxx:
			  begin
			    manC = proC1[14:5];
			    expC3 = expC2-5;
			  end
		22'b00000001xxxxxxxxxxxxxx:
			  begin
			    manC = proC1[13:4];
			    expC3 = expC2-6;
			  end
		22'b000000001xxxxxxxxxxxxx:
			  begin
			    manC = proC1[12:3];
			    expC3 = expC2-7;
			  end
		22'b0000000001xxxxxxxxxxxx:
			  begin
			    manC = proC1[11:2];
			    expC3 = expC2-8;
			  end
		22'b00000000001xxxxxxxxxxx:
			  begin
			    manC = proC1[10:1];
			    expC3 = expC2-9;
			  end
		22'b000000000001xxxxxxxxxx:
			  begin
			    manC = proC1[9:0];
			    expC3 = expC2-10;
			  end
		22'b0000000000001xxxxxxxxx:
			  begin
			    manC = {proC1[8:0],1'b0};
			    expC3 = expC2-11;
			  end
		22'b00000000000001xxxxxxxx:
			  begin
			    manC = {proC1[7:0],2'b00};
			    expC3 = expC2-12;
			  end
		22'b000000000000001xxxxxxx:
			  begin
			    manC = {proC1[6:0],3'b000};
			    expC3 = expC2-13;
			  end
		22'b0000000000000001xxxxxx:
			  begin
			    manC = {proC1[5:0],4'b0000};
			    expC3 = expC2-14;
			  end
		22'b00000000000000001xxxxx:
			  begin
			    manC = {proC1[4:0],5'b0000};
			    expC3 = expC2-15;
			  end
		22'b000000000000000001xxxx:
			  begin
			    manC = {proC1[3:0],6'b0};
			    expC3 = expC2-16;
			  end
		22'b0000000000000000001xxx:
			  begin
			    manC = {proC1[2:0],7'b0};
			    expC3 = expC2-17;
			  end
		22'b00000000000000000001xx:
			  begin
			    manC = {proC1[1:0],8'b0};
			    expC3 = expC2-18;
			  end
		22'b000000000000000000001x:
			  begin
			    manC = {proC1[0],9'b0};
			    expC3 = expC2-19;
			  end
		default:
			  begin
			    manC = 10'b0;
			    expC3 = 5'b0; end
		endcase
end
always@(posedge clk_59) begin
	sign_C3 <= sign_C2;
	manC1 <= manC;
	expC4 <= expC3;
end
always@(sign_C3, manC1, expC4) begin
	#1; 
	Acc_result_59 = {sign_C3, expC4, manC1};
end
endmodule
```
`flow/run.sh`:
```
#!/bin/bash
# OpenROAD 26Q1-2900-gdf79404cd8, Yosys 0.63+post, stock flow scripts
make -C /OpenROAD-flow-scripts/flow DESIGN_CONFIG=/design/flow/config.mk WORK_HOME=/design/flow/orfs finish
```
==> Changelog: implementation <==
### Implementation results

- R2r endpoint: proC1[18]
- Fmax: 192 MHz
- Worst vdd ir: 0.237 mV
- I/O pin count: 50
- Crit-path slowest cell: dfxtp_1
- Root buffer cell: clkbuf_16
- GRT Resource Usage Total: 24.0%
- Clock skew: 0.00831 ns
- Top post-synthesis cells by count: inv_1 (125), dfxtp_1 (101), nand2_1 (93)
- Register area: 2020 sq um
- Cell mode on critical path: fa_1
- Final slew viol count: 0
- Post-Synthesis Cells: 939
- Main kind of combinational logic by area: adder cells
- Least-Margin Pin Slew: 0.884 ns
- CP peak stage delay: 0.63 ns
- Fp util: 51.9%
- Status: complete, no violations
- Yosys top cell by instances: inv_1
- Share of layout cells above drive strength 1: 3.49%
- CP Cell Sequence: nand2_1, fa_1, fa_1, inv_1, ha_1, fa_1, inv_1, fa_1, inv_1, ha_1, and3_1, a211oi_1, a21oi_1, a211oi_1, nor2_1, or4_1, nand4_1
- Total routed wirelength: 18.8 mm
- Area share of the leading cell type in the synthesized netlist: 24.2%
- Final hold violation count: 0
- CTS max path bufs: 2
- Late-Pin Clk Latency: 0.35 ns
- Post-synth top flop: dfxtp_1
- Period minus WS final: 5.20 ns
- Post-cts sizing count: 0
- Smallest hold slack: 0.321 ns
- Post-DRT Antenna Nets: 0
- First-pass GRT wire length: 32.0 mm
- Per-cell routed wire length: 16.1 um
- Setup Buffers After CTS: 0
- Gate Area: 5630 sq um
- Worst Path Arrival: 5.48 ns
- HP Start: sign_C1
- Crit. End Element: flop
- Yosys cell types: 69
- Clock-pin slew on the worst setup and hold paths: 0.07 ns
- Mux frac, synth: 0.239%
- Ao+oa area frac: 11.4%
- Cycle use final: 83.9%
- Final Wtd Congestion: 0.907
- Ys flops: 101
- Number of fill cells in the layout: 1393
- Post-route DRC violation count: 0
- Initial DRC Count: 322
- Die Wd: 131 um
- Hold Buf Count CTS: 0
- Worst reg-to-reg path cell count: 17
- P&R area growth vs syn: 9.80%
- Number of diodes: 0
- Critical path type: flop to flop
- RSZ-0062 raised after global routing: no
- Register-to-Register Setup Slack: 1.0 ns
- And+or+nand+nor area frac: 22.2%
- Vias in the first global route: 6420
- Drt via density: 5.54
- Leak: 4.28 nW
- Yosys cell count: 939
- Pwr Density: 433 nW/um^2
- Fraction of registers with async set/reset: 0%
- CTS tree: done
- Synthesized area per cell: 8.90 sq um
- CORE AREA: 16100 sq um
- Max-cap violations: 0
- Remaining Overflow, GRT: 0
- Max-Slew Margin vs Limit: 40.9%
- TritonCTS Buffers: 9
- Initial antenna violation count: 0
- Largest net degree at the start of global routing: 27
- H-tree levels: 3
- Top cells, area: dfxtp_1 (24%), fa_1 (20%), ha_1 (11%)
- Total number of vias: 6433
- Worst min-delay path category: flop to flop
- CP Launch Type: flop
- Number of enable flip-flop cells: 0
- Tool warnings: 26
- Yosys stat chip area: 8360 sq um
- Clk sinks: 101
- Adder Share, Synth: 30.9%
- Hold-critical path endpoint: sign_C2
- Final setup violation count: 0
- Worst R2R Start: normanA1[4]
- Row cnt: 46
- Post-Route Setup TNS: 0 ns
- Fraction of synthesized cell area in xor and xnor cells: 2.62%
- Drt pass-1 iters: 5
- Biggest area consumer among synthesized cells: dfxtp_1
- Hold Crit Depth: 0
- Chip Area: 17200 sq um
- CP max FO: 11
- Sequential area share after synthesis: 24.2%
- CP required: 6.48 ns
- Syn. warnings: 1
- Mapped Area: 8360 sq um
- PortBufs: 48
- Die height: 131 um
- HPWL after DPL: 14.3 mm
[layout by cell type, fill, tap and decap left out, types with 14 or more instances in the layout]
cell type,netlist,final
a21oi_1,35,35
dfxtp_1,101,101
nand2_1,93,93
nand3_1,19,19
nor3_1,15,15
inv_1,125,125
and2_1,69,69
nor2_1,34,34
clkdlybuf4s50_1,0,48
and3_1,40,40
fa_1,84,84
a221oi_1,17,17
ha_1,72,72
o21ai_0,14,14
xnor2_1,17,17
[stage by stage]
step	cells	utilization (%)	total power, W	worst slack [ns]	instance area, sq um
detailed placement	1146	55.2	0.00342	0.985	8890
floorplan	939	-	0.00282	1.38	8360
finish	1162	57.0	0.00398	1.00	9180
global route	1162	57.0	0.00440	0.670	9180
global placement	1146	55.2	0.00340	1.05	8890
CTS	1162	57.0	0.00400	0.958	9180
[report_power, final]
part / internal [W] / leakage [nW] / switching, W
registers: 0.000833 / 0.852 / 0.000298
clock network: 0.000282 / 0.142 / 0.000261
logic: 0.00108 / 3.29 / 0.00122
total: 0.00220 / 4.28 / 0.00178
[area by class of cell]
type	count	share of cell area, %
Sequential cell	101	22.0
Inverter	125	5.11
Timing Repair Buffer	51	5.48
Tap cell	216	2.94
Clock inverter	7	0.722
Clock buffer	9	2.45
Multi-Input combinational cell	653	61.3
[logic make-up after synthesis]
group	count (synthesis)
compound gates	134
xor+xnor	25
fa+ha+maj	156
buf+inv	185
flops	101
mux	2
simple gates	336
[worst max-delay path: cells and delay by family, from the launching register on]
family	cells	cell delay, ns
adders and majority gates	6	2.57
and+or+nand+nor	5	1.00
DFF	1	0.63
AOI/OAI and AO/OA	3	0.82
buffers and inverters	3	0.13
[state kept, by name, summed over array words and instances (netlist names)]
register	cells
manA1	10
manC1	10
expC2	5
normanB1	10
proC1	22
sign_C1	1
normanA1	11
expB1	5
manB1	10
expC1	5
sign_C3	1
expC4	5
expA1	5
sign_C2	1
[how the worst max path moves through the flow]
| stage | end | slack (ns) | startpoint |
|---|---|---|---|
| final | proC1[18] | 1.0 | normanA1[4] |
| after CTS | proC1[18] | 0.96 | normanA1[10] |
| after global routing | proC1[21] | 0.67 | normanA1[10] |
[metal layers]
metal / up-vias / track usage, % / share of wire (%)
li1: 3154 / - / -
met1: 3021 / 35.0 / 45
met2: 216 / 37.4 / 46
met3: 42 / 5.59 / 6.4
met4: 0 / 6.72 / 3.0
met5: - / 0 / 0
Power and IR drop assume default switching activity.
